`run.sh`:
```
#!/bin/bash
# OpenROAD 26Q1-2900-gdf79404cd8, Yosys 0.63+post, stock flow scripts
make -C /OpenROAD-flow-scripts/flow DESIGN_CONFIG=/design/flow/config.mk WORK_HOME=/design/flow/orfs finish
```
`config.mk`:
```
export PLATFORM = sky130hd
export DESIGN_NAME = BIN_DEC2
export DESIGN_NICKNAME = BIN_DEC2
export VERILOG_FILES = /design/flow/design.v
export SDC_FILE = /design/flow/constraint.sdc
export NUM_CORES = 4
export LEC_CHECK = 1
export CORE_UTILIZATION = 40
```
`constraint.sdc`:
```
current_design BIN_DEC2

set clk_period 15.8
set clk_io_pct 0.2

create_clock -name clk0 -period $clk_period

set non_clock_inputs [all_inputs -no_clocks]
set_input_delay [expr $clk_period * $clk_io_pct] -clock clk0 $non_clock_inputs
set_output_delay [expr $clk_period * $clk_io_pct] -clock clk0 [all_outputs]
```
`design.v`:
```
`timescale 1ns / 1ps
module BIN_DEC2(
	input [15:0] B2,
	output reg [19:0] bcdout2
	);
	reg [35:0] z;
	integer i;
always @(*)
  begin
    for(i = 0; i <= 35; i = i+1)
	z[i] = 0;
    z[18:3] = B2;  
    repeat(13)
	 begin
	if(z[19:16] > 4)	
		z[19:16] = z[19:16] + 3;
	if(z[23:20] > 4) 	
		z[23:20] = z[23:20] + 3;
	if(z[27:24] > 4) 	
		z[27:24] = z[27:24] + 3;
	if(z[31:28] > 4) 	
		z[31:28] = z[31:28] + 3;
	if(z[35:32] > 4) 	
		z[35:32] = z[35:32] + 3;
	z[35:1] = z[34:0];
    end      
    bcdout2 = z[35:16]; 
  end         
endmodule
```
==> qor.csv <==
stage,metric,value,unit
place,dpl hpwl,10800,um
synth,Synth Seq Share,0,
global_route,pin count of the biggest net entering global routing,29,
floorplan,DIE AREA,13500,sq um
flow_run,Log Warnings,48,
setup_path,critical path arrival,11.97,ns
outcome,outcome,"finished, final reports clean",
timing,Slew Limit Fails,0,
clock_tree,CTS hold repair buffers,0,
global_route,grt ovf,0,
timing,# setup viols final,0,
timing,Sum Neg Setup Slack,0,ns
floorplan,Row Count,41,
routing,DRT iter0 DRCs,520,
cells_and_area,design area,5800,sq um
cells_and_area,fraction of layout cells with a size suffix above 1,0.157,
synth,"Simple Share, Synth",0.263,
routing,first-pass iteration count of the detailed router,6,
synth,Post-Syn Area,5200,sq um
floorplan,Ports,36,
place,number of port buffers,34,
place,DP Area,5690,sq um
cells_and_area,flip-flops,0,
timing,Final Cycle Share,0.958,
routing,routed wire length,14000,um
cells_and_area,most frequent cells in the layout,"nor2_1, nand2_1, a21oi_1",
floorplan,CORE AREA,12600,sq um
synth,aoi share,0.433,
synth,Cell Type Count,106,
synth,Synth Instances,747,
timing,Final Critical Period,15.13,ns
routing,remaining routing DRC violations,0,
floorplan,Die Ht,116,um
timing,"Hold Vio Cnt, Final",0,
place,routability cong.,0.904,
floorplan,die span in x,116,um
timing,RSZ-0062 raised after global routing,false,
floorplan,fp util,0.412,
synth,XOR/XNOR share of the synthesized area,0.0614,
routing,DR WL/cell,15.0,um
synth,ys cells,747,
routing,Vias/cell,6.26,
cells_and_area,most used logic cell in the final layout,nor2_1,
cells_and_area,register area,0,sq um
synth,largest combinational cell category by area,AND-OR/OR-AND gates,
setup_path,Worst path max stage delay,0.57,ns
synth,"Adder Share, Synth",0.0814,
synth,Avg Inst Size Synth,6.96,sq um
global_route,Total GRT Usage,0.208,
setup_path,"Slowest-stage cell, CP",clkdlybuf4s50_1,
setup_path,Startpoint Class,input pin,
cells_and_area,P&R area growth vs syn,11.7,%
timing,max frequency,66.1,MHz
flow_run,Max Cap Viol,0,
timing,Least-Margin Pin Slew,0.738,ns
cells_and_area,layout clock buffer count,0,
global_route,vias in the first global route,4996,
cells_and_area,Filler cells,1283,
cells_and_area,fin cells,932,
cells_and_area,Layout Utilization,0.460,
synth,Ys Warns,1,
setup_path,CP Max Fanout,20,
routing,Antenna Nets Post-Route,0,
min_path,min-delay worst type,input pin to output pin,
routing,vias after detailed routing,5833,
synth,YS chip area,5200,sq um
timing,headroom to the max-slew limit,0.504,
setup_path,Worst Path Required,12.64,ns
place,dpl cells,930,
global_route,initial antenna violation count,0,
min_path,Hold Path Depth,0,
routing,Diodes inserted,0,
setup_path,CP Capture Type,output pin,
synth,Mux area share,0.0876,
setup_path,Crit Path Category,input pin to output pin,
global_route,first-pass GRT wire length,23600,um
-- final cells by class --
cell class                 instances  area (sq um)  share of cell area
multi-input combinational        665          4900               0.845
timing repair buffer              61           556              0.0957
tap                              172           215              0.0371
inverter                          34           128              0.0220
-- synth_stat cells, drive strengths merged (21+ instances only) --
library cell  number  area [sq um]
nor3              43           252
mux2i             32           332
o21ai             53           269
buf               27           174
nor2              66           265
nand3             33           170
a21oi             52           283
xnor2             23           224
clkbuf            21          78.8
ha                33           413
inv               33           124
nand2             58           220
-- per-stage QoR --
stage,setup slack (ns),hold slack (ns)
after floorplan,1.97,6.39
after global placement,0.559,6.32
after detailed placement,0.328,6.32
after CTS,0.299,6.32
after global routing,0.0168,6.32
final,0.669,6.32
-- critical path, delay by kind of cell --
family / cells / cell delay, ns
compound gates: 11 / 2.51
buf+inv: 9 / 1.79
fa+ha+maj: 7 / 1.71
simple gates: 7 / 1.68
xor+xnor: 3 / 0.57
mux: 2 / 0.51
-- kinds of logic (layout without fill, tap and decap cells) --
logic type | Yosys count | count (layout)
AOI/OAI and AO/OA | 293 | 293
adders and majority gates | 34 | 34
xor gates and xnor gates | 33 | 33
and+or+nand+nor | 262 | 262
muxes | 43 | 43
buffers and inverters | 82 | 95
-- routing by layer --
| layer | global-route usage | wire, um | up-vias |
|---|---|---|---|
| li1 | - | - | 2957 |
| met1 | 0.327 | 7080 | 2690 |
| met2 | 0.324 | 6180 | 178 |
| met3 | 0.0107 | 678 | 8 |
| met4 | 0.0197 | 93 | 0 |
| met5 | 0 | 0 | - |
-- what timing repair did --
item	4_1_cts	5_1_grt
buffers inserted	0	2
resized	0	16
endpoints found under the setup margin	0	19
-- path summary, 6_finish.rpt --
check                  start          to  slack, ns
worst min-delay path   B2[0]  bcdout2[0]       6.32
worst max-delay path  B2[14]  bcdout2[6]       0.67
